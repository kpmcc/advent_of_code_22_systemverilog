==> ./design.v <==
module character_item_decode
(
 input logic        clk,
 input logic        rst,
 input logic        char_vld,
 input logic [7:0]  item_character,
 output logic [1:0] item_decoded,
 output logic       decode_vld
 );
   localparam ROCK = 1;
   localparam PAPER = 2;
   localparam SCISSORS = 3;
   initial begin
      item_decoded = 0;
      decode_vld = 0;
    end
   always_ff @ (posedge clk) begin
      if (char_vld) begin
         case (item_character)
           65: begin  
              item_decoded <= ROCK;
              decode_vld <= 1;
           end
           66: begin  
              item_decoded <= PAPER;
              decode_vld <= 1;
           end
           67: begin  
              item_decoded <= SCISSORS;
              decode_vld <= 1;
           end
           88: begin  
              item_decoded <= ROCK;
              decode_vld <= 1;
           end
           89: begin  
              item_decoded <= PAPER;
              decode_vld <= 1;
           end
           90: begin  
              item_decoded <= SCISSORS;
              decode_vld <= 1;
           end
           default: begin
              item_decoded <= 0;
              decode_vld <= 0;
           end
         endcase
      end else begin  
         decode_vld <= 0;
      end
    end
   endmodule
==> ./run.sh <==
#!/bin/bash
# OpenROAD 26Q1-2900-gdf79404cd8, Yosys 0.63+post, stock flow scripts
make -C /OpenROAD-flow-scripts/flow DESIGN_CONFIG=/design/flow/config.mk WORK_HOME=/design/flow/orfs finish
==> ./config.mk <==
export PLATFORM = sky130hd
export DESIGN_NAME = character_item_decode
export DESIGN_NICKNAME = character_item_decode
export VERILOG_FILES = /design/flow/design.v
export SDC_FILE = /design/flow/constraint.sdc
export NUM_CORES = 4
export LEC_CHECK = 1
export CORE_AREA = 10 10 70 70
export DIE_AREA = 0 0 80 80
==> ./constraint.sdc <==
current_design character_item_decode

set clk_period 2.6
set clk_io_pct 0.2

create_clock -name clk0 -period $clk_period [get_ports {clk}]

set non_clock_inputs [all_inputs -no_clocks]
set_input_delay [expr $clk_period * $clk_io_pct] -clock clk0 $non_clock_inputs
set_output_delay [expr $clk_period * $clk_io_pct] -clock clk0 [all_outputs]
==> run_results.csv <==
group,metric,value,unit
outcome,run_status,"finished, final reports clean",
floorplanning,floorplan.core_area,3420,sq um
cells_and_area,layout-drive-gt1-share,0.156,
floorplanning,core.rowCount,21,
place,gp_routability_congestion,0.767,
global_routing,overflow,0,
route,via_count,187,
final_timing,actual_transition_at_the_worst_max_transition_pin,0.229,ns
pwr,irDropWorstVdd,0.0000805,V
clock_tree,post_cts_hold_buffer_count,0,
run,max-cap-violations,0,
route,route.detailed.vias_per_inst,2.40,
logic_synthesis,synth_area_leader_cell,"sky130_fd_sc_hd__edfxtp_1",
logic_synthesis,async_reset_ff_frac,0,
logic_synthesis,count_of_different_cell_masters_after_synthesis,12,
worst_setup_path,worstSetupStartpointType,"primary input",
logic_synthesis,postSynthAreaPerCell,10.2,sq um
logic_synthesis,seq_area_frac_synth,0.489,
route,detail_route.drc_violations,0,
floorplanning,floorplan.die_area,6400,sq um
floorplanning,core_util_floorplan,0.0480,
clock_tree,clockRootBuffer,"sky130_fd_sc_hd__clkbuf_4",
worst_setup_path,max_stage_delay,0.55,ns
worst_setup_path,crit_chain,"clkdlybuf4s50_1 -> or4b_4 -> a21oi_1",
floorplanning,die_width,80,um
clock_tree,cts.sink_count,3,
worst_setup_path,cp_top_family,"simple AND/OR/NAND/NOR gates",
worst_setup_path,worstPathArrival,1.66,ns
pwr,power_density,437,nW/um^2
place,number_of_port_buffers,12,
logic_synthesis,syn_inst,16,
global_routing,grt_pass1_vias,193,
logic_synthesis,count_of_library_flops_with_an_enable_pin,2,
place,hpwlAfterDp,489,um
run,openroad.warnings,26,
route,insertedDiodeCount,0,
worst_setup_path,path_buffers,1,
logic_synthesis,yosysCellCount,16,
pwr,leakage,0.116,nW
logic_synthesis,synth.yosys.chip_area,164,sq um
worst_setup_path,critical-path-slowest-cell,"sky130_fd_sc_hd__or4b_4",
hold_path,holdCritPathClass,"primary input to flip-flop",
final_timing,max_clock_freq,623,MHz
final_timing,final.period_utilization,0.618,
clock_tree,post_cts.repair.setup_buffers,0,
route,detailedRoute.firstIterationViolations,4,
route,route.detailed.wl_per_inst,7.31,um
logic_synthesis,synth_flops,3,
final_timing,setup-tns-final,0,ns
worst_setup_path,critical_path.max_fanout,3,
global_routing,global_route_wire_length_before_repair,855,um
logic_synthesis,synthesis.area,164,sq um
clock_tree,clk_pin_slew,0.04,ns
logic_synthesis,ys_dominant_reg_cell,"sky130_fd_sc_hd__edfxtp_1",
final_timing,min_period,1.61,ns
logic_synthesis,top_cells_by_count,"2 x sky130_fd_sc_hd__a21oi_1, 2 x sky130_fd_sc_hd__edfxtp_1, 2 x sky130_fd_sc_hd__nor2_1, 2 x sky130_fd_sc_hd__o21ai_0",
cells_and_area,regArea,80.1,sq um
global_routing,antenna_found_initial,0,
route,detail_route.first_pass.iterations,2,
logic_synthesis,synthDominantCellAreaShare,0.366,
clock_tree,cts_tree,"yes",
floorplanning,boundaryPins,14,
final_timing,timing.max_slew.rel_slack,0.846,
final_timing,rsz_0062_raised_after_global_routing,"no",
route,drtAntennaViolNets,0,
global_routing,track_usage,0.0174,
final_timing,slew_violations,0,
global_routing,grt_max_degree,6,
clock_tree,cts_inserted_buffers,3,
clock_tree,cts_resized,0,
worst_setup_path,worst-endpoint-required,2.66,ns
cells_and_area,logic_area,80.1,sq um
logic_synthesis,yosys_warnings,1,
cells_and_area,fill_cell_count,406,
cells_and_area,area_growth,124,%
pwr,power.total,0.161,mW
logic_synthesis,synth.top_cells.by_area,"sky130_fd_sc_hd__edfxtp_1 37%, sky130_fd_sc_hd__dfxtp_1 12%, sky130_fd_sc_hd__or4b_4 8.4%",
final_timing,report.final.setup_viol,0,
worst_setup_path,critical_path_class,"primary input to flip-flop",
worst_setup_path,critPathCaptureType,"flip-flop",
clock_tree,cts-htree-levels,1,
route,postRouteWirelength,570,um
clock_tree,cts_max_path_buffers,2,
final_timing,final_hold_vio_count,0,
floorplanning,dieHeight,80,um
==> cells in the final DEF, fill, tap and decap left out <==
cell | netlist | routed
sky130_fd_sc_hd__nand2_1 | 1 | 1
sky130_fd_sc_hd__nor2_1 | 2 | 2
sky130_fd_sc_hd__edfxtp_1 | 2 | 2
sky130_fd_sc_hd__and3b_1 | 1 | 1
sky130_fd_sc_hd__clkbuf_1 | 0 | 1
sky130_fd_sc_hd__a21oi_1 | 2 | 2
sky130_fd_sc_hd__nand4b_1 | 1 | 1
sky130_fd_sc_hd__o21ai_0 | 2 | 2
sky130_fd_sc_hd__nand3_1 | 1 | 1
sky130_fd_sc_hd__clkdlybuf4s50_1 | 0 | 12
sky130_fd_sc_hd__inv_1 | 1 | 1
sky130_fd_sc_hd__dfxtp_1 | 1 | 1
sky130_fd_sc_hd__clkbuf_4 | 0 | 3
sky130_fd_sc_hd__a211oi_2 | 1 | 1
sky130_fd_sc_hd__or4b_4 | 1 | 1
==> registers in the layout (all words and copies together), names as in the netlist <==
register      cells
item_decoded      2
decode_vld        1
==> worst paths after layout <==
kind | start | to | slack [ns] | depth (start not counted)
setup / recovery | item_character[5] | item_decoded[1] | 0.99 | 3
hold / removal | char_vld | item_decoded[0] | 0.96 | 1
==> stage by stage <==
stage                     hold slack (ns)  setup WS, ns  utilization  instances  instance area [sq um]
final                               0.958         0.994        0.108         78                    368
after global placement               1.16         0.774        0.100         74                    342
after detailed placement             1.19         0.762        0.100         74                    342
after global routing                0.955         0.975        0.108         78                    368
after floorplan                     0.632          1.29            -         16                    164
after CTS                           0.944          1.01        0.108         78                    368
==> metal layers <==
| layer | vias up | wire length [um] | GRT usage |
|---|---|---|---|
| met1 | 77 | 335 | 0.0281 |
| met2 | 16 | 138 | 0.0144 |
| li1 | 94 | - | - |
| met5 | - | 0 | 0 |
| met4 | 0 | 0 | 0.00528 |
| met3 | 0 | 96 | 0.0136 |
==> area by class of cell <==
cell class,instances,share of cell area
Clock buffer,4,0.0714
Inverter,1,0.0102
Multi-Input combinational cell,12,0.218
Tap cell,46,0.156
Sequential cell,3,0.218
Timing Repair Buffer,12,0.327
==> power breakdown <==
group          leakage [nW]  internal [mW]  switching, mW
clock                0.0150         0.0575         0.0238
combinational        0.0745         0.0179        0.00817
sequential           0.0271         0.0530       0.000409
==> cells by family (layout without fill, tap and decap cells) <==
family,count (synthesis),in the layout,share of synthesized area
flip-flops,3,3,0.489
AND/OR/NAND/NOR,7,7,0.290
buffers and inverters,1,17,0.0229
AND-OR/OR-AND,5,5,0.198
Power is estimated from default activity; no workload was simulated.
