==> design/flow/design.v <==
module game_score
  (
   input logic clk,
   input logic rst,
   input logic vld,
   input logic[1:0] a,
   input logic[1:0] b,
   output logic score_vld,
   output logic[3:0] a_score,
   output logic[3:0] b_score
   );
   localparam ROCK = 1;
   localparam PAPER = 2;
   localparam SCISSORS = 3;
   localparam DRAW = 3;
   localparam LOSS = 0;
   localparam WIN = 6;
   initial begin
      score_vld = 0;
      a_score = 0;
      b_score = 0;
   end
   always_ff @ (posedge clk) begin
      if (rst) begin
         a_score <= 0;
         b_score <= 0;
      end else begin
         if (vld) begin
            case (a)
              0: begin
                 a_score <= 0;
                 b_score <= 0;
              end
              ROCK: begin
                 case (b)
                   0:    begin a_score <= 0; b_score <= 0; end
                   ROCK: begin a_score <= DRAW; b_score <= DRAW; end
                   PAPER: begin a_score <= LOSS; b_score <= WIN; end
                   SCISSORS: begin a_score <= WIN; b_score <= LOSS; end
                 endcase
              end
              PAPER: begin
                case (b)
                  0: begin a_score <= 0; b_score <= 0; end
                  ROCK: begin a_score <= WIN; b_score <= LOSS; end
                  PAPER: begin a_score <= DRAW; b_score <= DRAW; end
                  SCISSORS: begin a_score <= LOSS; b_score <= WIN; end
                endcase
              end
              SCISSORS: begin
                case (b)
                    0: begin a_score <= 0; b_score <= 0; end
                    ROCK: begin a_score <= LOSS; b_score <= WIN; end
                    PAPER: begin a_score <= WIN; b_score <= LOSS; end
                    SCISSORS: begin a_score <= DRAW; b_score <= DRAW; end
                endcase
              end
            endcase
         end else begin  
            a_score <= 0;
            b_score <= 0;
        end
      end
    end
   always_ff @ (posedge clk) begin
      if (rst) begin
         score_vld <= 0;
      end else begin
         score_vld <= vld & !(a == 0 || b == 0);
      end
    end
   endmodule
==> design/flow/run.sh <==
#!/bin/bash
# OpenROAD 26Q1-2900-gdf79404cd8, Yosys 0.63+post, stock flow scripts
make -C /OpenROAD-flow-scripts/flow DESIGN_CONFIG=/design/flow/config.mk WORK_HOME=/design/flow/orfs finish
==> design/flow/config.mk <==
export PLATFORM = sky130hd
export DESIGN_NAME = game_score
export DESIGN_NICKNAME = game_score
export VERILOG_FILES = /design/flow/design.v
export SDC_FILE = /design/flow/constraint.sdc
export NUM_CORES = 4
export LEC_CHECK = 1
export CORE_AREA = 10 10 70 70
export DIE_AREA = 0 0 80 80
==> design/flow/constraint.sdc <==
current_design game_score

set clk_period 1.0
set clk_io_pct 0.2

create_clock -name clk0 -period $clk_period [get_ports {clk}]

set non_clock_inputs [all_inputs -no_clocks]
set_input_delay [expr $clk_period * $clk_io_pct] -clock clk0 $non_clock_inputs
set_output_delay [expr $clk_period * $clk_io_pct] -clock clk0 [all_outputs]
==> GITHUB_STEP_SUMMARY <==
## Implementation flow summary

| Metric | Value |
|---|---|
| Vias in the first global route | approximately 350 |
| Post-Synthesis Cells | 43 |
| CTS clk-pin slew, worst paths | approximately 0.05 ns |
| Tool warning count | 29 |
| Filler cells | approximately 390 |
| CTS sink count | 7 |
| Critical Path RT | approximately 0.8 ns |
| Initial antenna violation count | 0 |
| CTS tree | done |
| Critical Path Start | b_score[0] |
| Crit path max fanout | 1 |
| Die width | about 80 um |
| Worst path top cell family by delay | flip-flops |
| Min-Delay Path Class | in2reg |
| Kind of critical path | reg2out |
| Util after Layout | 19.2% |
| Sequential share of power | a little over two fifths |
| Bufs on Longest Clock Path | 2 |
| Core Density at Floorplan | approximately an eighth |
| IO Port Bufs | 13 |
| Total GRT Usage | 2.48% |
| Slowest-stage cell, CP | dfxtp_1 |
| GRT overflow | 0 |
| VDD IR-drop max | ~0.00022 V |
| Layout area overhead | 63.2% |
| Flop area | roughly 140 um^2 |
| Clk pwr share | between 30% and 40% |
| Cell area power density | roughly 1000 mW/mm^2 |
| Top non-seq family | AND-OR/OR-AND gates |
| Crit. path cell count | 1 |
| Int Pwr | 521 uW |
| Area leader, netlist | dfxtp_1 |
| Final Max Tran Viols | 0 |
| Sw Ratio | 23.0% |
| Syn. warnings | 1 |
| Final TNS setup | 0 ns |
| Slowest stage delay, CP | between 0.2 and 0.3 ns |
| First-pass GRT wire length | 1350 um |
| Via count | 339 |
| Tmin final | between 0.9 and 1 ns |
| Fraction of layout cells with a size suffix above 1 | about 29% |
| CP Data Arrival Time | roughly 0.76 ns |
| Flops after synth | 7 |
| Routed Antenna Nets | 0 |
| Part of the power in combinational logic | a little over a fifth |
| Tot Pwr | approximately 680 uW |
| MI comb area | roughly 250 um^2 |
| Outcome | completed |
| Iter 0 DRT Violations | 18 |
| Worst setup SP type | register |
| Detailed Place HPWL | 735 um |
| Die H | approximately 80 um |
| Post-Layout Cell Count | about 110 |
| FA/HA/MAJ Cells, Area Fraction | ~16% |
| Max cap viols | 0 |
| Switching power | between 150 and 200 uW |
| Avg Cell Area, Syn | approximately 9.3 um^2 |
| Unrepaired setup endpoints after global routing | false |
| Max Clk Rate | 1.05 GHz |
| Tcrit/Tclk final | between 90% and 100% |
| Crit-path cells | dlygate4sd2_1 |
| Distinct cell type count after synthesis | 20 |
| CTS buffer count | 3 |
| H-Tree Depth | 1 |
| Quantity of hold-fixing buffers added after cts | 0 |
| Mapped Area | approximately 400 um^2 |
| CP bufs+invs | 1 |
| ANT cells | 0 |
| Hold path depth | 3 |
| Xor/xnor share | 0% |
| WL/cell | approximately 8.2 um |
| Seq/Total Area, Yosys | between 30% and 40% |
| # DRC | 0 |
| Leakage | roughly 0.28 nW |
| Largest cells by area | dfxtp_1 35%, ha_1 16%, a21oi_1 6.2% |
| Pre-antenna DRT Iters | 2 |
| Vias/cell | about 3.1 |
| Cell count after placement | 105 |
| AO/OA Area Share | about a fifth |
| Mux frac, synth | under 10% |
| Clock Tree Root | clkbuf_4 |
| Endpoints failing setup | 0 |
| Number of cells in Yosys stat | between 40 and 50 |
| Area reported by Yosys stat | around 400 um^2 |
| Worst setup endpoint | b_score[0] |
| Routability congestion estimate | approximately 0.80 |
| I/O pin count | 16 |
| CP Capture Type | output pin |
| Largest net degree at the start of global routing | 10 |
| Simple Share, Synth | a little under an eighth |
| Endpoints failing hold | 0 |
| Max-area cell share | roughly a third |
| Core area | ~0.0034 mm^2 |
| Number of rows in the core area | 21 |
| Final WL | ~900 um |
| Die area | 0.00640 mm^2 |
[worst min-delay path by stage]
| stage | from | to | slack [ns] |
|---|---|---|---|
| finish | a[0] | a_score[1] | 0.33 |
| global route | a[0] | a_score[1] | 0.33 |
| CTS | b[1] | score_vld | 0.48 |
[power by group through the flow]
| stage | Combinational (mW) | Clock (mW) | Sequential (mW) |
|---|---|---|---|
| after CTS | 0.132 | 0.256 | 0.293 |
| after global routing | 0.160 | 0.279 | 0.293 |
| final | 0.142 | 0.241 | 0.293 |
[repair_timing]
item / 4_1_cts / 5_1_grt
buffers inserted: 0 / 0
endpoints found under the setup margin: 14 / 10
gates resized: 13 / 14
pin swaps: 0 / 2
[Yosys cell counts]
master and n:
nand2_1 2, a21oi_1 5, buf_2 1, nor2_1 2
ha_1 5, a211oi_1 2, dfxtp_1 7, inv_1 3
o21a_1 1, buf_6 1, mux2i_1 2, nor3_1 2
nand2b_1 1, conb_1 1, mux2_2 1, nand3b_1 2
o32ai_1 1, o22ai_1 1, buf_4 2, a211oi_2 1
[cell type report]
class	instances	area share, %
tap	46	8.78
clock buffer	4	4.01
timing repair buffer	19	25.4
inverter	3	1.72
sequential	7	21.4
multi-input combinational	30	38.7
[cell usage in the layout, fill, tap and decap left out, drive strengths merged]
cell type / synthesis / final
nor3: 2 / 2
conb: 1 / 2
o21a: 1 / 1
dlymetal6s2s: 0 / 1
mux2: 1 / 1
nor2: 2 / 2
dlygate4sd2: 0 / 4
inv: 3 / 3
a21oi: 5 / 5
clkdlybuf4s50: 0 / 2
clkbuf: 0 / 6
nand2: 2 / 2
mux2i: 2 / 2
dfxtp: 7 / 7
nand3b: 2 / 2
o32ai: 1 / 1
buf: 4 / 6
ha: 5 / 5
a211oi: 3 / 3
nand2b: 1 / 1
o22ai: 1 / 1
clkdlybuf4s15: 0 / 4
[logic make-up after synthesis]
kind of cell	Yosys count
AND-OR/OR-AND	11
adder cells (fa/ha/maj)	5
multiplexers	3
other	1
buffers and inverters	7
AND/OR/NAND/NOR	9
flip-flops	7
[per-layer routing]
metal  part of all wire, %  GRT usage [%]  wire length, um
met1                    41           2.47              364
met2                    43           4.17              386
met3                    15           1.48              138
met4                  0.67          0.880                6
met5                     0              0                0
[per-stage QoR]
step,area (um^2),hold WS (ns),setup WS [ns]
5_1_grt,656,0.334,0.00414
3_5_place_dp,607,0.873,-0.531
6_report,656,0.326,0.0442
2_1_floorplan,405,0.448,0.0475
4_1_cts,627,0.484,0.0181
3_3_place_gp,607,0.874,-0.506
[flip-flops by register name (all words and copies together) (netlist names)]
name and cells:
a_score 3, b_score 3, score_vld 1
Power and IR drop assume default switching activity.
